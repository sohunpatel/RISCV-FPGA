==> flow/design.v <==
`timescale 1ns / 1ps
module mem_controller(
    input Clk,
    input Reset,
    output Ready,
    input Execute,
    input DataWe,
    input [31:0] Address,
    input [31:0] InData,
    input [1:0] DataByteEn,
    input SignExtend,
    output [31:0] OutData,
    output DataReady,
    input MEM_Ready,
    output MEM_Cmd,
    output MEM_We,
    output [1:0] MEM_ByteEnable,
    output [31:0] MEM_Addr,
    output [31:0] MEM_InData,
    input [31:0] MEM_OutData,
    input MEM_DataReady
);
    reg we = 1'b0;
    reg [31:0] addr = 32'h00000000;
    reg [31:0] indata = 32'h00000000;
    reg [31:0] outdata = 32'h00000000;
    reg [1:0] byteEnable = 2'b11;
    reg cmd = 1'b0;
    reg state = 2'b00;
    reg ready = 1'b0;
    reg dataReady;
    always @ (posedge Clk) begin
        if (Reset == 1'b1) 
        begin
            we <= 1'b0;
            cmd <= 1'b0;
            state <= 1'b0;
            dataReady <= 1'b0;
        end
        else if (state == 1'b0 && Execute == 1'b1 && MEM_Ready == 1'b1) 
        begin
            we <= DataWe;
            addr <= Address;
            indata <= InData;
            byteEnable <= DataByteEn;
            cmd = 1'b1;
            dataReady <= 1'b0;
            outdata <= 32'hABCDEFEE;
            if (DataWe == 1'b1)
                state <= 2'b01;  
            else
                state <= 2'b10;  
        end
        else if (state ==2'b01)
        begin
            cmd <= 1'b0;
            dataReady <= 1'b1;
            outdata <= MEM_InData;
            state <= 2'b10;
        end
        else if (state == 2'b10) 
        begin
            cmd <= 0;
            state <= 0;
            dataReady <= 0;
        end
    end
    assign OutData = outdata;
    assign Ready = (MEM_Ready & !Execute);
    assign DataReady = dataReady;
    assign MEM_Cmd = cmd;
    assign MEM_ByteEnable = byteEnable;
    assign MEM_Data = indata;
    assign MEM_Addr = addr;
    assign MEM_We = we;
endmodule
==> flow/run.sh <==
#!/bin/bash
# OpenROAD 26Q1-2900-gdf79404cd8, Yosys 0.63+post, stock flow scripts
make -C /OpenROAD-flow-scripts/flow DESIGN_CONFIG=/design/flow/config.mk WORK_HOME=/design/flow/orfs finish
==> flow/config.mk <==
export PLATFORM = sky130hd
export DESIGN_NAME = mem_controller
export DESIGN_NICKNAME = mem_controller
export VERILOG_FILES = /design/flow/design.v
export SDC_FILE = /design/flow/constraint.sdc
export NUM_CORES = 4
export LEC_CHECK = 1
export CORE_AREA = 10 10 95 95
export DIE_AREA = 0 0 105 105
==> flow/constraint.sdc <==
current_design mem_controller

set clk_period 5.6
set clk_io_pct 0.2

create_clock -name clk0 -period $clk_period [get_ports {Clk}]

set non_clock_inputs [all_inputs -no_clocks]
set_input_delay [expr $clk_period * $clk_io_pct] -clock clk0 $non_clock_inputs
set_output_delay [expr $clk_period * $clk_io_pct] -clock clk0 [all_outputs]
==> flow_metrics.env <==
# flow metrics
export IMPL_fin_crit_sh_pct=61.4
export IMPL_chipHeight_um=105
export IMPL_placedInstanceArea_sq_um=2500
export IMPL_peakVddDrop_v=0.000102
export IMPL_total_count_of_hold_check_failures_in_the_final_report=0
export IMPL_clock_tree_from_tritoncts="built"
export IMPL_rr_startpoint="state"
export IMPL_clkSinkCount=39
export IMPL_grt_pass1_vias=1031
export IMPL_setup_worst_path_class="in -> out"
export IMPL_gp_congestion=0.746
export IMPL_status="complete, no violations"
export IMPL_crit_start="MEM_Ready"
export IMPL_io_pins=207
export IMPL_cts_root_buf="sky130_fd_sc_hd__clkbuf_8"
export IMPL_number_of_rows_created_at_floorplan=30
export IMPL_clock_tree_htree_level_count=2
export IMPL_slowest_stage="sky130_fd_sc_hd__clkdlybuf4s50_1"
export IMPL_cts_repair_timing_setup_buffer_count=0
export IMPL_stage_log_warnings=91
export IMPL_sort_of_element_at_the_end_of_the_critical_path="primary output"
export IMPL_route_final_wire_length_um=4140
export IMPL_yosys_area_sq_um=1700
export IMPL_post_synthesis_to_final_layout_area_growth_pct=52.3
export IMPL_worst_slew_pin_slew_ps=597
export IMPL_powerDensity_nw_per_um2=219
export IMPL_groute_usage_overall_pct=6.97
export IMPL_die_area_sq_um=11000
export IMPL_synthesis_instances=117
export IMPL_wire_length_of_the_first_global_routing_pass_um=6040
export IMPL_cp_arrival_ps=2320
export IMPL_hold_path_class="reg -> reg"
export IMPL_globalRoute_totalOverflow=0
export IMPL_core_area_sq_um=6910
export IMPL_cts_buffers_inserted=5
export IMPL_library_cells_used_by_synthesis=14
export IMPL_buffer_ports_inserted=99
export IMPL_fmax_mhz=291
export IMPL_mappedNetlistArea_sq_um=1700
export IMPL_hold_start="we"
export IMPL_place_hpwl_um=3400
export IMPL_drt_iter0_markers=38
export IMPL_finalClockSkew_ps=6.60
export IMPL_ant_nets=0
export IMPL_cts_hold_buffers_added=0
export IMPL_worst_ep_required_time_ps=4480
export IMPL_antenna_cells_inserted=0
export IMPL_static_leakage_power_nw=0.959
export IMPL_totalNegativeSetupSlack_ps=0
export IMPL_layout_setup_ws_ps=2160
export IMPL_layout_min_cycle_time_ps=3440
export IMPL_rrSetupSlack_ps=4300
export IMPL_die_width_um=105
export IMPL_drtPass1Iterations=3
export IMPL_drv_cap=0
export IMPL_drive_gt1_share_pct=4.46
export IMPL_clkLatencyLatePin_ps=280
export IMPL_grt_max_degree=35
export IMPL_synth_area_per_cell_sq_um=14.5
export IMPL_cp_max_fo=6
export IMPL_finalHoldWorstSlack_ps=481
export IMPL_power_total_w=0.000564
export IMPL_critical_path_cell_chain="clkdlybuf4s50_1, nor2b_1, clkdlybuf4s50_1"
export IMPL_critical_path_max_stage_delay_ps=560
export IMPL_yosys_stat_cells=117
export IMPL_ys_ff=39
export IMPL_drcViolationCount=0
export IMPL_startpoint_type="input pin"
export IMPL_wire_per_inst_um=13.9
export IMPL_setup_violations=0
export IMPL_synth_warnings=34
export IMPL_slew_headroom_pct=60.2
export IMPL_clock_path_buffers=2
export IMPL_finalInstanceArea_sq_um=2580
export IMPL_floorplanUtilization_pct=24.5
export IMPL_dpl_worst_slack_ps=2170
export IMPL_vias_per_cell=3.20
export IMPL_path_common_cell="sky130_fd_sc_hd__clkdlybuf4s50_1"
export IMPL_maxSlewViolCount=0
export IMPL_sequential_share_of_the_synthesized_area_pct=66.7
export IMPL_vias=954
export IMPL_grt_antenna_before_repair=0
export IMPL_clock_transition_at_path_regs_ps=70
export IMPL_rsz0062_at_grt="false"
export IMPL_ctsResizeCount=0
[metrics by stage]
step	instances	util, %
6_report	298	37.4
2_1_floorplan	157	-
5_1_grt	298	37.4
3_3_place_gp	290	36.1
3_5_place_dp	290	36.1
4_1_cts	298	37.4
[worst max-delay path, delay by kind of cell]
kind / cells / cell delay (ps)
buf+inv: 2 / 1040
simple gates: 1 / 160
[registers in the layout, summed over array words and instances, names as in the netlist]
name	count
addr	32
byteEnable	2
cmd	1
dataReady	1
outdata	1
state	1
we	1
[worst paths after layout]
kind                                  to  depth (start not counted)
worst min-delay path                  we                          2
worst max register to register  addr[13]                          2
worst min register to register        we                          2
worst max-delay path               Ready                          3
[cell families after synthesis]
group / Yosys count / share of synthesized area (%)
mux: 1 / 0.590
compound gates: 4 / 1.62
buf+inv: 63 / 27.9
other cells: 1 / 0.221
simple gates: 9 / 2.95
flops: 39 / 66.7
[layout by cell type, fill, tap and decap left out]
cell type                         synthesis  routed
sky130_fd_sc_hd__clkdlybuf4s50_1          0      99
sky130_fd_sc_hd__conb_1                   1      41
sky130_fd_sc_hd__edfxtp_1                35      35
sky130_fd_sc_hd__clkbuf_8                 0       5
sky130_fd_sc_hd__dfxtp_1                  4       4
sky130_fd_sc_hd__a21oi_1                  2       2
sky130_fd_sc_hd__nand2b_1                 2       2
sky130_fd_sc_hd__nor3_1                   3       2
sky130_fd_sc_hd__nand2_1                  1       1
sky130_fd_sc_hd__nor3_2                   0       1
sky130_fd_sc_hd__nor2_1                   1       1
sky130_fd_sc_hd__nor2b_1                  1       1
sky130_fd_sc_hd__and3b_1                  1       1
sky130_fd_sc_hd__mux2i_1                  1       1
sky130_fd_sc_hd__a21boi_1                 1       1
sky130_fd_sc_hd__o21ba_1                  1       1
sky130_fd_sc_hd__clkinvlp_4               0       1
sky130_fd_sc_hd__clkinv_2                 0       1
sky130_fd_sc_hd__clkbuf_1                 0       1
sky130_fd_sc_hd__buf_4                   63       1
[report_power, final]
group | internal [W] | switching [W] | total, W
sequential | 0.000327 | 0.00000313 | 0.000330
clock | 0.0000869 | 0.0000907 | 0.000178
combinational | 0.0000435 | 0.0000135 | 0.0000569
total | 0.000457 | 0.000107 | 0.000564
[area by class of cell]
cell class | instances | area (sq um)
clock buffer | 6 | 72.6
clock inverter | 2 | 12.5
fill | 672 | 4330
multi-input combinational | 55 | 246
sequential | 39 | 1130
tap | 96 | 120
timing repair buffer | 100 | 998
[synthesized netlist by cell type]
cell / instances / area [sq um]
sky130_fd_sc_hd__a21boi_1: 1 / 7.51
sky130_fd_sc_hd__a21oi_1: 2 / 10.0
sky130_fd_sc_hd__and3b_1: 1 / 8.76
sky130_fd_sc_hd__buf_4: 63 / 473
sky130_fd_sc_hd__conb_1: 1 / 3.75
sky130_fd_sc_hd__dfxtp_1: 4 / 80.1
sky130_fd_sc_hd__edfxtp_1: 35 / 1050
sky130_fd_sc_hd__mux2i_1: 1 / 10.0
sky130_fd_sc_hd__nand2_1: 1 / 3.75
sky130_fd_sc_hd__nand2b_1: 2 / 12.5
sky130_fd_sc_hd__nor2_1: 1 / 3.75
sky130_fd_sc_hd__nor2b_1: 1 / 6.26
sky130_fd_sc_hd__nor3_1: 3 / 15.0
sky130_fd_sc_hd__o21ba_1: 1 / 10.0
[routing by layer]
metal | vias to the layer above | global-route usage [%] | wire [um]
met3 | 2 | 4.41 | 530
met1 | 420 | 7.44 | 1470
met2 | 73 | 11.7 | 2100
met5 | - | 0 | 0
met4 | 0 | 0.980 | 35
li1 | 459 | - | -

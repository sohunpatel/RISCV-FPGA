File: flow/design.v
`timescale 1ns / 1ps
module registers(
    input Clk,
    input En,
    input [31:0] DataD,
    input [4:0] SelRS1,
    input [4:0] SelRS2,
    input [4:0] SelD,
    input We,
    output [31:0] DataA,
    output [31:0] DataB
    );
    reg [31:0] regsA [31:0];
    reg [31:0] regsB [31:0];
    reg [31:0] dataA;
    reg [31:0] dataB;
    always @ (posedge Clk & En) begin
        dataA <= regsA[SelRS1];
        dataB <= regsB[SelRS2];
        if (We == 1'b1) begin
            regsA[SelD] <= DataD;
            regsB[SelD] <= DataD;
        end
    end
    assign DataA = (SelRS1 == 5'b00000) ? 32'h00000000 : dataA;
    assign DataB = (SelRS2 == 5'b00000) ? 32'h00000000 : dataB;
endmodule
File: flow/config.mk
export PLATFORM = sky130hd
export DESIGN_NAME = registers
export DESIGN_NICKNAME = registers
export VERILOG_FILES = /design/flow/design.v
export SDC_FILE = /design/flow/constraint.sdc
export NUM_CORES = 4
export LEC_CHECK = 1
export CORE_UTILIZATION = 40
File: flow/constraint.sdc
current_design registers

set clk_period 8.0
set clk_io_pct 0.2

create_clock -name clk0 -period $clk_period

set non_clock_inputs [all_inputs -no_clocks]
set_input_delay [expr $clk_period * $clk_io_pct] -clock clk0 $non_clock_inputs
set_output_delay [expr $clk_period * $clk_io_pct] -clock clk0 [all_outputs]
File: flow/run.sh
#!/bin/bash
# OpenROAD 26Q1-2900-gdf79404cd8, Yosys 0.63+post, stock flow scripts
make -C /OpenROAD-flow-scripts/flow DESIGN_CONFIG=/design/flow/config.mk WORK_HOME=/design/flow/orfs finish
==> impl_metrics.env <==
# flow metrics
export IMPL_status="completed"
export IMPL_max_freq_ghz=0.163
export IMPL_critPathMaxFanout=35
export IMPL_grt_pass1_wl_um=218000
export IMPL_crit_chain="clkdlybuf4s50_1, or3_2, buf_4, or3_2, buf_4, and2_1, clkdlybuf4s50_1"
export IMPL_grt_antenna_before_repair=7
export IMPL_dr_pass1_iters=5
export IMPL_yosysWarnings=1
export IMPL_cpPeakStageDelay_ps=590
export IMPL_topCellsByArea="edfxtp_1, mux2i_1, mux4_2"
export IMPL_cts_resized_gates=0
export IMPL_rsz0062_at_grt="false"
export IMPL_grt_overflow=0
export IMPL_viasPerCell=6.27
export IMPL_worst_pin_slew_ps=966
export IMPL_warnings=56
export IMPL_swShare_pct=46.0
export IMPL_post_route_period_util_pct=76.7
export IMPL_layout_area_comb_um2=16400
export IMPL_whs_ps=4750
export IMPL_crit_type="input port to primary output"
export IMPL_drc=0
export IMPL_final_cell_area_um2=52600
export IMPL_synthMostInstantiatedCell="edfxtp_1"
export IMPL_p_int_uw=854
export IMPL_fp_utilization_pct=40.4
export IMPL_placedInstanceArea_um2=52600
export IMPL_synthToLayoutAreaGrowth_pct=6.86
export IMPL_ys_seq_share_pct=65.1
export IMPL_syn_area_per_cell_um2=16.3
export IMPL_finalSetupViolCount=0
export IMPL_hpwl_um=88000
export IMPL_total_power_uw=1580
export IMPL_routedWlPerCell_um=32.5
export IMPL_grt_max_degree=115
export IMPL_rows=128
export IMPL_powerDensity_nw_per_um2=30.1
export IMPL_untimed_endpoints=2112
export IMPL_ys_cells=3015
export IMPL_largest_area_cell="edfxtp_1"
export IMPL_die_area_um2=124000
export IMPL_switchingPower_uw=728
export IMPL_critPathArrivalTime_ps=4540
export IMPL_die_height_um=353
export IMPL_fin_setup_tns_ps=0
export IMPL_grt_use_total_pct=26.3
export IMPL_syn_area_um2=49200
export IMPL_top_cells_by_count="edfxtp_1, mux2i_1, mux4_2, a22oi_1, a21oi_1"
export IMPL_maxCapViolations=0
export IMPL_endpoint_kind="primary output"
export IMPL_post_cts_buffers=0
export IMPL_ff_type="edfxtp_1"
export IMPL_synthArstFlopShare_pct=0
export IMPL_unclocked_regs=1088
export IMPL_vias=29148
export IMPL_num_io_pins=114
export IMPL_irDropWorstVdd_uv=106
export IMPL_fp_dieW_um=353
export IMPL_first_global_vias=32048
export IMPL_flop_area_um2=32000
export IMPL_ys_seq_elements=1088
export IMPL_routabilityCongestion=0.872
export IMPL_drt_iter0_drc=1490
export IMPL_netlist_instances=3015
export IMPL_totalWireLength_um=151000
export IMPL_hold_buffers=0
export IMPL_yosys_area_um2=49200
export IMPL_p_leak_uw=0.0175
export IMPL_core_area_um2=122000
export IMPL_hold_viol_final=0
export IMPL_slew_headroom_pct=35.4
export IMPL_top_area_share_pct=62.5
export IMPL_synth_cell_types=31
export IMPL_port_buffers=114
export IMPL_cp_required_ps=6400
export IMPL_fin_crit_ps=6140
export IMPL_fillCellCount=10313
export IMPL_ant_nets=0
export IMPL_hold_path_class="input port to primary output"
export IMPL_synth_edff_count=1024
export IMPL_slew_viol_final=0
export IMPL_crit_slowest_cell="clkdlybuf4s50_1"
export IMPL_drive_above_1_share_pct=12.7
export IMPL_cp_start_kind="input port"
[final cells by class]
| class | instances | share of cell area [%] |
|---|---|---|
| flip-flops and latches | 1088 | 60.9 |
| multi-input cells | 1696 | 31.1 |
| repair buffers | 241 | 4.07 |
| well taps | 1625 | 3.87 |
| diodes | 1 | 0.00476 |
[path summary, 6_finish.rpt]
kind / startpoint / to / cells past startpoint
setup / recovery: SelRS2[3] / DataB[18] / 7
hold / removal: SelRS1[1] / DataA[2] / 5
[kinds of logic after synthesis]
logic type / count (synthesis) / synth area share, %
mux: 832 / 21.8
flops: 1088 / 65.1
simple gates: 352 / 3.50
buf+inv: 231 / 2.27
compound gates: 512 / 7.33
[cells in the final DEF (no fill, tap or decap), drive strengths merged]
master and n:
nor4 1, a31oi 32, nand2 100, or3 3, or2 1, diode 1
dfxtp 64, buf 132, a211oi 25, nand3b 5, mux4 192, clkdlybuf4s50 109
and2 35, or3b 3, nor3 32, nand2b 3, nor2 35, a2111oi 7
o22ai 32, a21oi 135, nor2b 36, mux2i 640, edfxtp 1024, a22oi 178
a22o 71, o221ai 32, nand3 98
[metrics by stage]
| stage | setup slack, ps | cells | utilization, % |
|---|---|---|---|
| after floorplan | 3620 | 3015 | - |
| after global placement | 1940 | 4650 | 43.1 |
| after detailed placement | 1900 | 4650 | 43.1 |
| after CTS | 1900 | 4650 | 43.1 |
| after global routing | 1730 | 4650 | 43.1 |
| final | 1860 | 4651 | 43.1 |
[power by group through the flow]
stage                 logic [uW]  registers (uW)  clock network [uW]
after CTS                   1070             510                   0
after global routing        1150             518                   0
[state kept, by name, summed over array words and instances (netlist names)]
name	flops
dataA	32
dataB	32
regsA	32
regsB	992
[metal layers]
| metal | vias to the layer above | part of all wire [%] | global-route usage (%) |
|---|---|---|---|
| li1 | 12214 | - | - |
| met1 | 14388 | 32 | 30.0 |
| met2 | 2254 | 46 | 38.1 |
| met3 | 270 | 19 | 22.0 |
| met4 | 22 | 2.9 | 5.93 |
| met5 | - | 0.30 | 2.64 |
[worst max-delay path, delay by kind of cell]
kind,cells,cell delay (ps)
and+or+nand+nor,3,1230
buffers and inverters,4,1650

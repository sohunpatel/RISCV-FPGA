==> ./design.v <==
`timescale 1ns / 1ps
module control(
    input Clk,
    input Reset,
    input Halt,
    input [6:0] AluOp,
    input IntEnabled,
    input Int,
    input IntAck,
    input [31:0] IntMemData,
    output [31:0] IData,
    output SetIData,
    output SetIPC,
    output SetIrPC,
    output InstTick,
    input Misalignment,
    input Ready,
    output Execute,
    input DataReady,
    input AluWait,
    input AluMultiCy,
    output [6:0] State
    );
    localparam FETCH = 7'b0000001;
    localparam DECODE = 7'b0000010;
    localparam EXECUTE = 7'b0001000;
    localparam MEMORY = 7'b0010000;
    localparam WRITEBACK = 7'b0100000;
    localparam MULTI_STALL = 7'b1000000;
    localparam STALL = 7'b1001000;
    localparam LOAD = 5'b00000;
    localparam STORE = 5'b01000;
    localparam MADD = 5'b10000;
    localparam BRANCH = 5'b11000;
    localparam JALR = 5'b11001;
    localparam JAL = 5'b11011;
    localparam SYSTEM = 5'b11100;
    localparam OP = 5'b01100;
    localparam OPIMM = 5'b00100;
    localparam MISCMEM = 5'b00011;
    localparam AUIPC = 5'b00101;
    localparam LUI = 5'b01101;
    reg [6:0] state = FETCH;
    reg memReady;
    reg memExecute;
    reg memDataReady;
    reg [31:0] memCycle;
    reg [6:0] nextState = FETCH;
    reg [2:0] interruptState;
    reg interruptAck;
    reg interruptWasInactive;
    reg setIData;
    reg setIPC;
    reg instTick;
    reg hasWaited;
    reg [31:0] iData;
    reg [31:0] checkAlignInt;
    always @ (posedge Clk) begin
        if (Halt == 1'b0) begin
            if (Reset == 1'b1) begin
                state <= FETCH;
                nextState <= 7'b0000001;
                memCycle <= 32'h00000000;
                memExecute <= 1'b0;
                interruptWasInactive <= 1'b1;
                interruptAck <= 1'b0;
                interruptState <= 3'b000;
                setIPC <= 1'b0;
                iData <= 32'h00000000;
                setIData <= 1'b0;
                instTick <= 1'b0;
            end else begin
                case (state)
                    FETCH : begin
                        if (checkAlignInt != 1'b0) begin
                            if (IntEnabled == 1'b1 && interruptWasInactive == 1'b1 && Int == 1'b1) begin
                                interruptAck <= 1'b1;
                                interruptWasInactive <= 0;
                                interruptState <= 3'b000;
                                nextState <= FETCH;
                                state <= MULTI_STALL;
                                checkAlignInt <= 1'b0;
                            end else begin
                                checkAlignInt <= $signed(checkAlignInt) - 1;
                            end
                        end else begin
                            if (Int == 1'b0) begin
                                interruptWasInactive <= 1'b1;
                            end
                            instTick <= 1'b0;
                            if (memCycle == 32'h00000000 && memReady == 1'b1) begin
                                memExecute <= 1'b1;
                                memCycle <= 1;
                            end else if (memCycle == 32'h00000001) begin
                                memExecute <= 1'b0;
                                memCycle <= 32'h00000002;
                            end else if (memCycle == 32'h00000002) begin
                                memExecute <= 1'b0;
                                if (DataReady == 1'b1) begin
                                    memCycle <= 32'h00000000;
                                    state <= DECODE;
                                end
                            end
                        end
                    end
                    DECODE : begin
                        if (Int == 1'b0) begin
                            interruptWasInactive <= 1'b1;
                        end
                        hasWaited <= 1'b0;
                        state <= EXECUTE;
                    end
                    EXECUTE : begin
                        if (Int == 1'b0) begin
                            interruptWasInactive <= 1'b1;
                        end
                        if (AluOp[6:2] == LOAD || AluOp[6:2] == STORE) begin
                            state <= MEMORY;
                        end else begin
                            if (AluWait <= 1'b0) begin
                                if (AluMultiCy == 1'b1) begin
                                    if (hasWaited == 1'b1) begin
                                        state <= WRITEBACK;
                                    end
                                end else begin
                                    state <= WRITEBACK;
                                end
                                hasWaited <= 1'b1;
                            end
                        end
                    end
                    MEMORY : begin
                        if (Int == 1'b0) begin
                            interruptWasInactive <= 1'b1;
                        end
                        if (Misalignment == 1'b1 && checkAlignInt == 32'h00000000) begin
                            checkAlignInt <= 32'h00000006;
                        end else if ($signed(checkAlignInt) > 0) begin
                            if (IntEnabled == 1'b1 && interruptWasInactive == 1'b1 && Int == 1'b1) begin
                                interruptAck <= 1'b1;
                                interruptWasInactive <= 1'b0;
                                interruptState <= 32'b001;
                                nextState <= FETCH;
                                state <= MULTI_STALL;
                                checkAlignInt <= 32'h00000000;
                            end else begin
                                checkAlignInt <= $signed(checkAlignInt) - 1;
                            end
                        end else begin
                            if (memCycle == 32'h00000000 && memReady == 1'b1) begin
                                memExecute <= 1'b1;
                                memCycle <= 32'h00000001;
                            end else if (memCycle == 32'h00000001) begin
                                memExecute <= 1'b0;
                                if (AluOp[6:2] == STORE) begin
                                    memCycle <= 32'h00000000;
                                    state <= WRITEBACK;
                                end else if (memDataReady == 1'b1) begin
                                    memCycle <= 32'h00000000;
                                    state <= WRITEBACK;
                                end
                            end
                        end
                    end
                    WRITEBACK : begin
                        if (IntEnabled == 1'b1 && interruptWasInactive == 1'b1 && Int == 1'b1) begin
                            interruptAck <= 1'b1;
                            interruptWasInactive <= 1'b0;
                            interruptState <= 1'b0;
                            nextState <= FETCH;
                            state <= MULTI_STALL;
                        end else begin
                            if (Int == 1'b0) begin
                                interruptWasInactive <= 1'b1;
                            end
                            if (Misalignment == 1'b1 && checkAlignInt == 32'h00000000) begin
                                checkAlignInt <= 32'h00000003;
                            end
                            state <= FETCH;
                            if (Misalignment == 1'b0 && memCycle == 32'h00000000 && memReady == 1'b1) begin
                                memExecute <= 1'b1;
                                memCycle <= 32'h00000002;
                            end
                        end
                        instTick <= 1'b1;
                    end
                    MULTI_STALL : begin
                        if (Int == 1'b0) begin
                            interruptWasInactive <= 1'b1;
                        end
                        instTick <= 1'b0;
                        if (interruptState == 3'b001) begin
                            setIPC <= 1'b1;
                            interruptState <= 3'b101;
                        end else if (interruptState == 3'b101) begin
                            setIPC <= 1'b0;
                            interruptAck <= 1'b0;
                            interruptState <= 3'b111;
                        end else if (interruptState == 3'b111) begin
                            interruptState <= 3'b000;
                            state <= FETCH;
                        end
                    end
                    STALL : begin
                        state <= WRITEBACK;
                    end
                    default: state <= FETCH;
                endcase
            end
        end
    end
    assign State = state;
    assign IntAck = interruptAck;
    assign IData = iData;
    assign SetIData = setIData;
    assign SetIPC = setIPC;
    assign InstTick = instTick;
    assign Execute = memExecute;
    assign State = state;
endmodule
==> ./run.sh <==
#!/bin/bash
# OpenROAD 26Q1-2900-gdf79404cd8, Yosys 0.63+post, stock flow scripts
make -C /OpenROAD-flow-scripts/flow DESIGN_CONFIG=/design/flow/config.mk WORK_HOME=/design/flow/orfs finish
==> ./config.mk <==
export PLATFORM = sky130hd
export DESIGN_NAME = control
export DESIGN_NICKNAME = control
export VERILOG_FILES = /design/flow/design.v
export SDC_FILE = /design/flow/constraint.sdc
export NUM_CORES = 4
export LEC_CHECK = 1
export CORE_UTILIZATION = 50
==> ./constraint.sdc <==
current_design control

set clk_period 15.7
set clk_io_pct 0.2

create_clock -name clk0 -period $clk_period [get_ports {Clk}]

set non_clock_inputs [all_inputs -no_clocks]
set_input_delay [expr $clk_period * $clk_io_pct] -clock clk0 $non_clock_inputs
set_output_delay [expr $clk_period * $clk_io_pct] -clock clk0 [all_outputs]
==> ci_impl_report.md <==
## PnR job results

| Metric | Value |
|---|---|
| Status | `finished, final reports clean` |
| Hold Crit Depth | `2` |
| Half-perimeter wire length of the detailed placement result | `4532 um` |
| Simple Share, Synth | `22.99%` |
| Die Ht | `81.81 um` |
| Adder share | `0.7859%` |
| Seq. cell area | `1421 um^2` |
| Top Ports | `94` |
| IO buf count | `23` |
| Max FO, Critical Path | `7` |
| Crit path buffers/inverters | `2` |
| WL/cell | `14.52 um` |
| Max-area cell share | `41.49%` |
| Core region area | `6026 um^2` |
| LEAKAGE | `1.154 nW` |
| Hold/Removal Path Class | `flip-flop to flip-flop` |
| Antenna Violating Nets Remaining | `0` |
| Final Skew | `14.85 ps` |
| Top comb family, area | `simple AND/OR/NAND/NOR gates` |
| Area added between synthesis and finish | `8.369%` |
| Initial antenna violation count | `0` |
| Worst slew pin tran | `854.2 ps` |
| N_diodes | `0` |
| Yosys top cell by area | `edfxtp_1` |
| Postcts setup bufs | `0` |
| FF-to-FF path depth | `8` |
| First-pass GRT wire length | `10230 um` |
| Most numerous logic cells after layout | `nor2_1 (46), edfxtp_1 (44), conb_1 (35), clkdlybuf4s50_1 (23), xnor2_1 (22)` |
| Global Route Usage Sum | `20.85%` |
| Clk slew on worst S/H paths | `100 ps` |
| Crit. End Element | `flip-flop` |
| Number of enable flip-flop cells | `44` |
| Cts hold-fix bufs | `0` |
| Crit path max-delay family | `AND-OR/OR-AND gates` |
| FILL cells | `548` |
| Final wirelength | `6374 um` |
| RSZ-0062 raised after global routing | `false` |
| Post-Synthesis Mean Instance Area | `9.338 um^2` |
| Root Driver | `clkbuf_8` |
| Final Max Slew Viols | `0` |
| DRT iter0 DRCs | `146` |
| CP startpoint kind | `input port` |
| Initial Utilization | `52.84%` |
| CP max-delay cell | `o22ai_1` |
| Pin count of the biggest net entering global routing | `33` |
| Pwr/cell area | `70.51 nW/um^2` |
| Ao+oa area frac | `11.71%` |
| Die Span X | `81.81 um` |
| Main flop type | `edfxtp_1` |
| Fin. Hold Viols | `0` |
| Insertion Delay late pin | `300 ps` |
| Vias per cell | `5.494` |
| DR DRC count | `0` |
| Comb area | `1540 um^2` |
| Crit Path Category | `input port to flip-flop` |
| Total CTS buffers | `5` |
| Resize count post-CTS | `0` |
| Post-synth ARST share | `0%` |
| CTS Buffer Depth | `2` |
| Layout cell share with drive strength beyond 1 | `4.945%` |
| Yosys chip area | `3184 um^2` |
| Clock Sinks | `49` |
| Critical path data arrival time | `5150 ps` |
| Placer Congestion | `0.9754` |
| Dominant logic cell type in the layout | `nor2_1` |
| Number of global-route vias before repair | `2164` |
| Tool Warnings | `63` |
| Worst reg-to-reg setup slack | `12300 ps` |
| Syn Inst Count | `341` |
| Top area cell types | `edfxtp_1 (41%), buf_4 (8.5%), xnor2_1 (6.1%), nor2_1 (5.4%), dfxtp_1 (3.1%)` |
| Endpoints failing setup | `0` |
| Layout Cells excl Fill | `439` |
| Fmax | `191.6 MHz` |
| Xor/xnor share | `7.976%` |
| FP Rows | `28` |
| Die Size | `6692 um^2` |
| Max cap viols | `0` |
| Warnings, synthesis | `4` |
| Post-synth seq share | `44.64%` |
| Netlist Area Pre-Place | `3184 um^2` |
| Minimum clock period | `5220 ps` |
| First-pass iteration count of the detailed router | `4` |
| Period utilisation layout | `33.25%` |
| H-tree depth | `2` |
| Critical path depth | `7` |
| Worst slew margin relative to its limit | `43.05%` |
| Crit-path cells | `clkdlybuf4s50_1, nor4_1, buf_4, nor2_1, a221oi_1, nand3_1, o22ai_1` |
| Peak supply drop | `0.03784 mV` |
| Vias | `2412` |
| CTS tree | `done` |
| Distinct cells, synth | `49` |
| Mux cell area share | `0.6287%` |
| Overflow after GRT | `0` |
| CP Data Required Time | `15630 ps` |
| Flops out of synthesis | `49` |
| Setup TNS | `0 ps` |
| # Cells Yosys | `341` |
| Placed cells | `431` |
| CP peak stage delay | `680 ps` |
## cell usage after synthesis (all sizes together) (3+ instances only)
master  number
nand2       18
o21a         6
o31ai        5
o21ai       11
nand3       17
clkbuf       7
nor3        18
and3         3
nand2b       3
buf         39
xnor2       22
nor2        46
or3         10
edfxtp      44
nor4        15
or3b         3
dfxtp        5
a21oi       11
o211ai       3
inv         11
xor2         7
## state kept, by name, indices dropped and copies added, names as in the netlist
name,cells
memExecute,1
state,7
setIPC,1
checkAlignInt,32
interruptWasInactive,1
memCycle,2
instTick,1
interruptState,3
hasWaited,1
## per-layer routing
| layer | up-vias | track usage (%) | share of wire, % | wire (um) |
|---|---|---|---|---|
| met5 | - | 0 | 0 | 0 |
| met4 | 0 | 4.386 | 2.4 | 151 |
| met3 | 15 | 2.818 | 3.8 | 242 |
| met2 | 60 | 33.47 | 48 | 3035 |
| met1 | 1122 | 31.75 | 46 | 2943 |
| li1 | 1215 | - | - | - |
## area by class of cell
cell class	count	area share, %
Tap cell	75	2.719
Sequential cell	49	41.19
Multi-Input combinational cell	268	44.63
Clock inverter	3	0.6164
Inverter	12	1.305
Timing Repair Buffer	27	7.542
Clock buffer	5	1.994
## worst paths after layout
check	startpoint	end
worst max-delay path	AluOp[6]	state[0]
worst max register to register	checkAlignInt[0]	checkAlignInt[1]
worst min-delay path	memCycle[2]	memCycle[2]
worst min register to register	memCycle[2]	memCycle[2]
## power breakdown
part           switching (mW)  total (mW)  internal (mW)
logic                  0.0104      0.0199        0.00956
clock network          0.0449      0.0766         0.0317
registers             0.00305       0.147          0.144
total                  0.0583       0.243          0.185
## tightest hold or removal path, delay by kind of cell, from the launching register on
family	cells	cell delay [ps]
flops	1	330
buf+inv	1	100
compound gates	1	50
## cells by family after synthesis
logic type      Yosys count
other cells               1
simple gates            144
fa+ha+maj                 2
compound gates           56
xor+xnor                 29
flops                    49
buf+inv                  58
mux                       2
## through the flow
stage / util [%] / hold slack (ps) / worst slack (ps) / power, mW / cell area (um^2)
global route: 57.27 / 554.8 / 10390 / 0.2555 / 3451
global placement: 55.77 / 498.9 / 10180 / 0.1698 / 3361
finish: 57.27 / 519.2 / 10480 / 0.2433 / 3451
detailed placement: 55.77 / 492.0 / 10210 / 0.1697 / 3361
floorplan: - / 462.0 / 9244 / 0.1662 / 3312
CTS: 57.27 / 515.1 / 10510 / 0.2466 / 3451
No activity file was given, so power comes from the tool's default toggle rates.
